### ./design.v
module dec_3x8 (input en,
					 input [3:0] in,
					 output reg[15:0] out);
always @ (en or in) begin
	out = en ? 1 << in:0;
end
endmodule	
### ./constraint.sdc
current_design dec_3x8

set clk_period 1.2
set clk_io_pct 0.2

create_clock -name clk0 -period $clk_period

set non_clock_inputs [all_inputs -no_clocks]
set_input_delay [expr $clk_period * $clk_io_pct] -clock clk0 $non_clock_inputs
set_output_delay [expr $clk_period * $clk_io_pct] -clock clk0 [all_outputs]
### ./config.mk
export PLATFORM = sky130hd
export DESIGN_NAME = dec_3x8
export DESIGN_NICKNAME = dec_3x8
export VERILOG_FILES = /design/flow/design.v
export SDC_FILE = /design/flow/constraint.sdc
export NUM_CORES = 4
export LEC_CHECK = 1
export CORE_AREA = 10 10 70 70
export DIE_AREA = 0 0 80 80
### ./run.sh
#!/bin/bash
# OpenROAD 26Q1-2900-gdf79404cd8, Yosys 0.63+post, stock flow scripts
make -C /OpenROAD-flow-scripts/flow DESIGN_CONFIG=/design/flow/config.mk WORK_HOME=/design/flow/orfs finish
==> flow_summary.json <==
{
  "status": "complete, but fails checks",
  "violations": "setup timing",
  "min_period_ns": 1.34,
  "critPathCaptureType": "output pin",
  "ys_seq_share": 0,
  "largest_area_cell": "nor2_1",
  "syn_avg_cell_area_um2": 5.22,
  "track_usage": 0.0293,
  "top_cells_by_area": "nor2_1 (34%), nor3_1 (13%), nand3b_1 (13%)",
  "crit_type": "in -> out",
  "slew_headroom": 0.856,
  "vias": 304,
  "worstHoldPathType": "in -> out",
  "grt_max_degree": 5,
  "area_growth_pct": 349,
  "antenna_found_initial": 0,
  "avgRoutedWirePerCell_um": 10.2,
  "power_density_nw_per_um2": 228,
  "seq_cell_count": 0,
  "grt_pass1_wl_um": 1510,
  "hold_viol_final": 0,
  "finalSetupViolCount": 8,
  "io_pins": 21,
  "post-place-ws_ns": -0.792,
  "port_buffers": 21,
  "n_antenna_cell": 0,
  "overflow": 0,
  "startpoint": "in[1]",
  "tightest_slew_ns": 0.216,
  "crit_fanout": 4,
  "grt_pass1_vias": 301,
  "std_cell_rows": 21,
  "final_cell_mix": "buf_2 (15), buf_4 (9), buf_6 (6)",
  "cp.arrival_ns": 1.10,
  "peakVddDrop_mv": 0.0527,
  "wl_um": 1070,
  "drive_above_1_share": 0.831,
  "cap_violations": 0,
  "fillers": 384,
  "post-dp-hpwl_um": 814,
  "flop_area_um2": 0,
  "rsz0062_at_grt": "yes",
  "fmax_mhz": 747,
  "ant_nets": 0,
  "initial_core_util": 0.0352,
  "synthCells": 23,
  "startpoint_type": "primary input",
  "lay_top_count": "buf_2",
  "first_pass_iters": 2,
  "p_leak_nw": 0.254,
  "top_cell_area_share": 0.344,
  "utilization": 0.158,
  "post-route-period-util": 1.11,
  "die_y_um": 80,
  "drtIter0Drc": 3,
  "crit_required_ns": 0.96,
  "drc": 0,
  "die-area_um2": 6400,
  "die_w_um": 80,
  "gp_congestion": 0.742,
  "synthesis.area_um2": 120,
  "core-area_um2": 3420,
  "ys_warn_count": 1,
  "nClkBuffers": 0,
  "slew_violations": 0,
  "ys_cells": 23,
  "vias_per_cell": 2.90,
  "warnings": 34,
  "timing.final.ws_setup_ns": -0.138,
  "yosys.cell_types.count": 9,
  "ys_chip_area_um2": 120,
  "critPathCapture": "out[0]"
}
final cells by class:
| type | instances | area (µm²) | area share |
|---|---|---|---|
| repair buffers | 36 | 287 | 0.531 |
| well taps | 46 | 57.6 | 0.107 |
| multi-input cells | 23 | 195 | 0.362 |
synth_stat cells, drive strengths merged:
cell and n:
or3b 1, nor2 12, nor3 4, nand2b 2, nand2 1, nand3b 2
nand3 1
metrics by stage:
step	TNS (ns)	instances	area, µm²	total power [W]	hold slack (ns)
floorplan	0	23	120	0.0000182	0.493
global placement	-10.87	93	410	0.0000717	1.55
CTS	-0.274	106	510	0.000111	0.844
finish	-0.450	105	539	0.000123	0.849
detailed placement	-10.92	93	410	0.0000722	1.55
global route	-0.817	105	539	0.000131	0.865
report_power, final:
part	switching, W	internal [W]
Combinational	0.0000513	0.0000716
Sequential	0	0
Clock	0	0
worst min path at each step:
stage	start	endpoint	slack, ns	cells past startpoint
finish	in[2]	out[8]	0.85	4
global route	in[2]	out[9]	0.86	4
CTS	in[2]	out[8]	0.84	4
repair_timing:
action                                  CTS  global route
setup buffers                            14             1
gates resized                            87             8
endpoints found under the setup margin   16            10
pin swaps                                15             7
hold buffers                              0             0
cells by family (layout without fill, tap and decap cells):
kind of cell           Yosys count  in the layout  share of synthesized area
buffers and inverters            0             36                          0
and+or+nand+nor                 23             23                       1.00
worst max-delay path: stages:
cell and delay, ns:
buf_8 0.10, or3b_4 0.42, buf_6 0.13, nor3_2 0.09, buf_2 0.12
layer usage:
metal  track usage  vias to the layer above  part of all wire
li1              -                      153                 -
met1        0.0310                      140              0.39
met2        0.0570                       11              0.51
met3        0.0102                        0              0.11
met4             0                        0                 0
met5             0                        -                 0
No activity file was given, so power comes from the tool's default toggle rates.
