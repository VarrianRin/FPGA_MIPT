==> flow/config.mk <==
export PLATFORM = sky130hd
export DESIGN_NAME = mod10_counter
export DESIGN_NICKNAME = mod10_counter
export VERILOG_FILES = /design/flow/design.v
export SDC_FILE = /design/flow/constraint.sdc
export NUM_CORES = 4
export LEC_CHECK = 1
export CORE_AREA = 10 10 70 70
export DIE_AREA = 0 0 80 80
==> flow/constraint.sdc <==
current_design mod10_counter

set clk_period 1.7
set clk_io_pct 0.2

create_clock -name clk0 -period $clk_period [get_ports {clk}]

set non_clock_inputs [all_inputs -no_clocks]
set_input_delay [expr $clk_period * $clk_io_pct] -clock clk0 $non_clock_inputs
set_output_delay [expr $clk_period * $clk_io_pct] -clock clk0 [all_outputs]
==> flow/design.v <==
module mod10_counter  (input clk,
							  input rstn,
							  output reg[3:0] out);
always @ (posedge clk) begin
	if (!rstn) begin
		out <= 0;
	end else begin
		if (out == 10)
			out <= 0;
		else
			out <= out + 1;
	end
end
endmodule	
==> flow/run.sh <==
#!/bin/bash
# OpenROAD 26Q1-2900-gdf79404cd8, Yosys 0.63+post, stock flow scripts
make -C /OpenROAD-flow-scripts/flow DESIGN_CONFIG=/design/flow/config.mk WORK_HOME=/design/flow/orfs finish
==> impl_metrics.yaml <==
# synthesis and place-and-route metrics
run_status:
  status: "complete, no violations"
power_and_ir_drop:
  p_clk_share_pct: 46.2
  sequentialPowerShare_pct: 42.6
  switching_share_pct: 21.6
  p_per_area_nw_per_um2: 824
  combPwrFrac_pct: 11.1
  p_int_uw: 197
  leakage_uw: 0.000110
  ir_drop_mv: 0.132
  p_switching_uw: 54.4
  power_uw: 252
cells_and_area:
  biggestRegsByFlops: "out: 4 flops"
  largest_register_ffs: 4
  area_delta_synth_final_pct: 74.3
  fin_cells: 73
  logic_area_sq_um: 91.3
  seq_area_sq_um: 80.1
  finalInstanceArea_sq_um: 305
  largest-register: "out"
  drive_above_1_share_pct: 11.1
  fillers: 403
global_route:
  grt_max_degree: 7
  grt_usage_pct: 1.55
  grt-ovfl-total: 0
  antenna_found_initial: 0
  grt_pass1_wl_um: 662
  grt_pass1_vias: 147
routing:
  wire_per_inst_um: 6.53
  drt_drc_violations_left: 0
  ant_nets: 0
  via_per_inst: 2.07
  routed_wl_um: 477
  n_antenna_cell: 0
  drtIter0Drc: 5
  drtPass1Iterations: 2
  vias: 151
critical_path:
  worst_ep_required_time_ps: 1360
  cp-start-kind: "flop"
  cp_slowest_stage_delay_ps: 530
  rr_startpoint: "out[0]"
  end_kind: "primary output"
  startpoint: "out[0]"
  cp_max_fo: 5
  cp_num_buf_inv: 1
  ff2ff_setup_slack_ps: 590
  criticalPathCategory: "reg2out"
  cp-endpoint: "out[0]"
  r2r-end: "out[0]"
  path_delay_family: "buffers and inverters"
  worstRegToRegCells: 5
  worst_path_max_delay_cell: "clkdlybuf4s50_1"
  worstPathCellList: "clkdlybuf4s50_1"
  cp.depth: 1
  crit_arrival_ps: 1160
floorplan:
  core_area_sq_um: 3420
  fp_util_pct: 5.13
  die_y_um: 80
  die_area_sq_um: 6400
  die_w_um: 80
  row_count: 21
  num_io_pins: 6
placement:
  place_ws_ps: 455
  finalWeightedCongestion: 0.679
  dp_cells: 70
  numPortBuffers: 5
  dpl_cell_area_sq_um: 283
  dpl.hpwl_um: 395
clock_network:
  cts_resized: 0
  ctsHoldBuffers: 0
  clock-sinks: 4
  tritoncts: "done"
  clk_latency_ps: 240
  clk_path_buf_depth: 2
  clk_pin_slew_ps: 30
  cts_root_buffer: "clkbuf_4"
  cts_made_buffers: 3
  htreeDepth: 1
  postCtsSetupRepairBufs: 0
sta:
  period_minus_slack_ps: 1500
  worst_pin_slew_ps: 288
  setup_viol: 0
  finClkSkew_ps: 5.21
  hold_viol: 0
  finalCritPeriodShare_pct: 88.3
  setup_ws_ps: 198
  report.final.slew_viol_count: 0
  fmax_mhz: 666
  relSlewSlack_pct: 80.6
  tns_ps: 0
  rsz0062_at_grt: "false"
worst_hold_path:
  hp-class: "reg2reg"
  hold_start: "out[0]"
yosys:
  syn_area_sq_um: 175
  synth_cells: 19
  ys_cells: 19
  avgSynthCellArea_sq_um: 9.22
  ys_seq_share_pct: 45.7
  ys.flops: 4
  ys_types: 12
  ys_warn_count: 1
  yosysChipArea_sq_um: 175
job:
  tool_warnings: 26
  drv_cap: 0
[final cells by class]
cell class,count,area share [%]
Sequential cell,4,26.2
Timing Repair Buffer,5,16.4
Clock buffer,3,7.38
Tap cell,46,18.9
Inverter,1,1.23
Multi-Input combinational cell,14,29.9
[power groups by stage]
stage	Sequential, uW	Clock [uW]	Combinational (uW)
after global routing	108	130	30.0
final	107	116	28.0
after CTS	107	119	27.9
[cells by family (layout without fill, tap and decap cells)]
group	Yosys count	in the layout	share of synthesized area, %
AOI/OAI and AO/OA	3	3	11.4
adders and majority gates	2	2	14.3
buffers and inverters	1	9	2.14
DFF	4	4	45.7
and+or+nand+nor	9	9	26.4
[per-stage QoR]
stage / utilization, % / hold slack, ps
finish: 8.94 / 485
global route: 8.94 / 519
CTS: 8.94 / 484
detailed placement: 8.28 / 474
global placement: 8.28 / 460
floorplan: - / 430
[cell usage in the layout, fill, tap and decap left out, drive strengths merged, types with 2 or more instances in the layout]
| master | n |
|---|---|
| nor2 | 3 |
| clkbuf | 3 |
| clkdlybuf4s50 | 5 |
| ha | 2 |
| nand2b | 2 |
| dfxtp | 4 |
[synth_stat cells]
cell / n / area [sq um]
nor2_1: 3 / 11.3
nand2b_1: 2 / 12.5
o21a_1: 1 / 7.51
inv_1: 1 / 3.75
dfxtp_1: 4 / 80.1
ha_1: 2 / 25.0
a21boi_0: 1 / 7.51
nand2_1: 1 / 3.75
o21ai_0: 1 / 5.00
nand3_1: 1 / 5.00
and3_1: 1 / 6.26
nand3b_1: 1 / 7.51
[per-layer routing]
metal  routed length (um)  vias to the layer above  GRT usage [%]
met3                  186                        0           3.52
met4                    0                        0          0.352
met5                    0                        -              0
met1                  173                       63           1.26
li1                     -                       79              -
met2                  116                        9           1.20
[worst min path at each step]
stage | cells after the start | slack (ps) | to
final | 1 | 490 | out[0]
after global routing | 1 | 520 | out[0]
after CTS | 1 | 480 | out[0]
